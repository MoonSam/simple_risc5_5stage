### ./config.mk
export PLATFORM = sky130hd
export DESIGN_NAME = regfile
export DESIGN_NICKNAME = regfile
export VERILOG_FILES = /design/flow/design.v
export SDC_FILE = /design/flow/constraint.sdc
export NUM_CORES = 4
export LEC_CHECK = 1
export CORE_UTILIZATION = 30
### ./constraint.sdc
current_design regfile

set clk_period 13.0
set clk_io_pct 0.2

create_clock -name clk0 -period $clk_period [get_ports {clk}]

set non_clock_inputs [all_inputs -no_clocks]
set_input_delay [expr $clk_period * $clk_io_pct] -clock clk0 $non_clock_inputs
set_output_delay [expr $clk_period * $clk_io_pct] -clock clk0 [all_outputs]
### ./design.v
`timescale 1ns/1ps
module regfile
#(  parameter   REG_WIDTH = 64 )     
(
    input           clk,
    input   [4:0]   rs1,     
    input   [4:0]   rs2,     
    input   [4:0]   rd,      
    input   [REG_WIDTH-1:0] rd_din,      
    input           reg_write,       
    output  [REG_WIDTH-1:0] rs1_dout,
    output  [REG_WIDTH-1:0] rs2_dout
);
    logic   [REG_WIDTH-1:0] rf_data[0:31];
    always_ff @ (posedge clk) begin
        if (reg_write)
            rf_data[rd] = rd_din;
    end
    assign rs1_dout = (|rs1) ? rf_data[rs1]: 'b0;
    assign rs2_dout = (|rs2) ? rf_data[rs2]: 'b0;
endmodule
### ./run.sh
#!/bin/bash
# OpenROAD 26Q1-2900-gdf79404cd8, Yosys 0.63+post, stock flow scripts
make -C /OpenROAD-flow-scripts/flow DESIGN_CONFIG=/design/flow/config.mk WORK_HOME=/design/flow/orfs finish
==> impl_metrics.env <==
# flow metrics
export IMPL_post_route_worst_setup_slack_ns=3.55
export IMPL_postCtsSetupRepairBufs=0
export IMPL_via_count_of_the_first_global_routing_pass=58300
export IMPL_final_hold_violation_count=0
export IMPL_top_area_frac=0.652
export IMPL_totalWireLength_um=307000
export IMPL_clock_path_buffers=3
export IMPL_crit_arrival_ns=6.85
export IMPL_power_combinational_fraction=0.090
export IMPL_basic_gates_by_area=0.0200
export IMPL_overall_die_area_um2=317000
export IMPL_fmax_mhz=106
export IMPL_setup_violations=0
export IMPL_pwr_cell_area_nw_per_um2=134
export IMPL_edff_count_synth=2048
export IMPL_floorplan_row_count=205
export IMPL_number_of_cells_in_the_design_after_placement=8891
export IMPL_critPathKind="in -> out"
export IMPL_drv_slew=0
export IMPL_power_switching_fraction=0.231
export IMPL_postCtsHoldBufs=0
export IMPL_portBuffers=208
export IMPL_grt_total_usage=0.207
export IMPL_run_status="finished clean"
export IMPL_netlist_top_cells_count="sky130_fd_sc_hd__edfxtp_1, sky130_fd_sc_hd__mux4_2, sky130_fd_sc_hd__mux2i_1, sky130_fd_sc_hd__clkbuf_1, sky130_fd_sc_hd__buf_2"
export IMPL_crit_path_cell_trace="buf_8, buf_4, buf_4, or3b_4, buf_4, o221ai_1, a211o_1, and3_1, clkdlybuf4s50_1"
export IMPL_synth_async_sr_flop_share=0
export IMPL_crit_required_ns=10.40
export IMPL_fin_worst_hold_slack_ns=2.54
export IMPL_worstHoldPathType="in -> reg"
export IMPL_share_clk_of_total_power=0.406
export IMPL_yosys_instances=4664
export IMPL_setup_repair_after_global_routing_missed_its_margin="false"
export IMPL_critical_path_max_stage_delay_ns=0.62
export IMPL_netlist_top_cells_area="sky130_fd_sc_hd__edfxtp_1, sky130_fd_sc_hd__mux4_2, sky130_fd_sc_hd__mux2i_1, sky130_fd_sc_hd__mux2_2, sky130_fd_sc_hd__buf_2"
export IMPL_p_leak_uw=0.0344
export IMPL_postLayoutCoreUtil=0.349
export IMPL_ys_area_um2=94400
export IMPL_setup_tns_final_ns=0
export IMPL_synthMostInstantiatedCell="sky130_fd_sc_hd__edfxtp_1"
export IMPL_critPathSlowestCell="sky130_fd_sc_hd__or3b_4"
export IMPL_finalWeightedCongestion=0.840
export IMPL_cts_root_buffer="sky130_fd_sc_hd__clkbuf_16"
export IMPL_worstSetupStartpointType="input port"
export IMPL_post_place_worst_slack_ns=3.66
export IMPL_synth_cellmix_compoundShare=0.0387
export IMPL_syn2layout_area_growth_pct=15.4
export IMPL_mux_cell_area_share=0.269
export IMPL_ir_worst_vdd_mv=0.149
export IMPL_instances_no_fill=9286
export IMPL_tightest_slew_ns=1.27
export IMPL_floorplan_die_height_um=563
export IMPL_synth_cell_type_count=50
export IMPL_synth_comb_largest_family="multiplexers"
export IMPL_final_layout_size_suffix_gt1_frac=0.319
export IMPL_cts_max_level=4
export IMPL_syn_mean_instance_area_um2=20.2
export IMPL_path_delay_family="buffers and inverters"
export IMPL_power_internal_uw=11300
export IMPL_syn_inst=4664
export IMPL_yosys_warnings=1
export IMPL_grt_overflow=0
export IMPL_routed_wire_length_per_instance_um=33.0
export IMPL_via_per_inst=5.64
export IMPL_postSynthRegisterBits=2048
export IMPL_grt_first_pass_wirelength_um=431000
export IMPL_number_of_max_capacitance_violations_reported=0
export IMPL_crit_buf_inv=5
export IMPL_cts_tree="done"
export IMPL_grt_antenna_before_repair=12
export IMPL_fp_coreArea_um2=312000
export IMPL_detailedPlacementHpwl_um=174000
export IMPL_pin_count_of_the_biggest_net_entering_global_routing=80
export IMPL_fp_util=0.302
export IMPL_dr_pass1_iters=5
export IMPL_path_max_fanout=64
export IMPL_period_minus_slack_ns=9.45
export IMPL_cts_buffers_inserted=211
export IMPL_ff_type="sky130_fd_sc_hd__edfxtp_1"
export IMPL_yosysSeqAreaShare=0.652
export IMPL_synth_cell_area_um2=94400
export IMPL_pin_count=209
export IMPL_horizontal_die_dimension_um=563
export IMPL_post_cts_resized=0
export IMPL_detail_route_antenna_nets=0
export IMPL_dr_first_iter_drc_count=3407
export IMPL_worst_path_most_repeated_cell="sky130_fd_sc_hd__buf_4"
export IMPL_top_area_cell="sky130_fd_sc_hd__edfxtp_1"
export IMPL_synth_cellmix_adderShare=0
export IMPL_seq_power_share=0.504
export IMPL_clock_sink_count=2048
export IMPL_worst_setup_hold_path_clk_slew_ns=0.06
export IMPL_netSwitchingPower_uw=3380
export IMPL_n_fill_cell=28600
export IMPL_final_min_period_over_clock_period=0.727
export IMPL_detailroute_via_count=52400
export IMPL_cp_end_kind="primary output"
export IMPL_drt_drc_violations_left=0
export IMPL_warning_count=26
export IMPL_relSlewSlack=0.152
export IMPL_largest_register_ffs=2048
export IMPL_synth_cellmix_xorXnorShare=0
==> power by group through the flow <==
| stage | sequential (µW) | clock [µW] | combinational (µW) |
|---|---|---|---|
| CTS | 7380 | 6020 | 1340 |
| global route | 7380 | 6250 | 1410 |
| finish | 7380 | 5930 | 1320 |
==> path summary, 6_finish.rpt <==
kind / startpoint / endpoint / slack (ns) / cells past startpoint
max: rs2[1] / rs2_dout[49] / 3.55 / 9
min: rd_din[49] / rf_data[29][49] / 2.54 / 2
==> logic make-up after synthesis <==
kind of cell,Yosys count
AOI/OAI and AO/OA,460
buffers and inverters,384
DFF,2048
muxes,1416
and+or+nand+nor,356
==> through the flow <==
stage,power [µW],instance area [µm²]
detailed placement,8850,102000
CTS,14700,109000
floorplan,8240,94400
global placement,8840,102000
finish,14600,109000
global route,15000,109000
==> cell usage in the layout, fill, tap and decap left out, types with 42 or more instances in the layout <==
cell type / instances
sky130_fd_sc_hd__or2_1: 46
sky130_fd_sc_hd__clkdlybuf4s50_1: 198
sky130_fd_sc_hd__clkinv_1: 55
sky130_fd_sc_hd__clkbuf_16: 213
sky130_fd_sc_hd__a22o_1: 63
sky130_fd_sc_hd__nand3_1: 62
sky130_fd_sc_hd__a22oi_1: 58
sky130_fd_sc_hd__a211o_1: 61
sky130_fd_sc_hd__mux4_2: 881
sky130_fd_sc_hd__o221ai_1: 58
sky130_fd_sc_hd__a221oi_1: 65
sky130_fd_sc_hd__buf_4: 245
sky130_fd_sc_hd__mux2i_1: 387
sky130_fd_sc_hd__mux2_2: 138
sky130_fd_sc_hd__and3_1: 63
sky130_fd_sc_hd__o22ai_1: 114
sky130_fd_sc_hd__edfxtp_1: 2048
sky130_fd_sc_hd__clkbuf_1: 42
sky130_fd_sc_hd__nand2_1: 82
==> final cells by class <==
class,instances,area [µm²],share of cell area
antenna,7,17.5,0.000161
clock buffer,255,5490,0.0504
clock inverter,133,1250,0.0115
inverter,3,11.3,0.000103
multi-input combinational,2232,31200,0.287
sequential,2048,61500,0.565
tap,4140,5180,0.0476
timing repair buffer,468,4240,0.0389
==> routing by layer <==
layer,share of wire,routed length (µm),vias up,global-route usage
met1,0.31,94000,26800,0.216
met5,0.0017,517,-,0.0117
met3,0.19,59000,573,0.179
met4,0.036,11000,20,0.0604
met2,0.46,142000,3956,0.308
li1,-,-,21000,-
Power and IR drop assume default switching activity.
