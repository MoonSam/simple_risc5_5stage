### design/flow/design.v
`timescale 1ns/1ps
module alu
#(  parameter REG_WIDTH = 64 )   
(
    input   [REG_WIDTH-1:0] in1,     
    input   [REG_WIDTH-1:0] in2,     
    input   [3:0]   alu_control,     
    output  logic [REG_WIDTH-1:0] result,  
    output          zero             
);
    always_comb begin
        case (alu_control)
            4'b0000: result = in1 & in2;
            4'b0001: result = in1 | in2;
            4'b0110: result = in1 - in2;
            default: result = in1 + in2;     
		endcase
    end
    assign zero = ~|result;
endmodule
### design/flow/run.sh
#!/bin/bash
# OpenROAD 26Q1-2900-gdf79404cd8, Yosys 0.63+post, stock flow scripts
make -C /OpenROAD-flow-scripts/flow DESIGN_CONFIG=/design/flow/config.mk WORK_HOME=/design/flow/orfs finish
### design/flow/config.mk
export PLATFORM = sky130hd
export DESIGN_NAME = alu
export DESIGN_NICKNAME = alu
export VERILOG_FILES = /design/flow/design.v
export SDC_FILE = /design/flow/constraint.sdc
export NUM_CORES = 4
export LEC_CHECK = 1
export CORE_UTILIZATION = 50
### design/flow/constraint.sdc
current_design alu

set clk_period 39.3
set clk_io_pct 0.2

create_clock -name clk0 -period $clk_period

set non_clock_inputs [all_inputs -no_clocks]
set_input_delay [expr $clk_period * $clk_io_pct] -clock clk0 $non_clock_inputs
set_output_delay [expr $clk_period * $clk_io_pct] -clock clk0 [all_outputs]
==> flow_metrics.env <==
# yosys + openroad results
export IMPL_status="completed"
export IMPL_postLayoutCellArea_um2=9240
export IMPL_cts_setup_buffers=0
export IMPL_crit_fanout=7
export IMPL_critPathKind="input port to primary output"
export IMPL_synthDistinctLibCells=75
export IMPL_die_h_um=122
export IMPL_dpl_cell_count=1435
export IMPL_switching_share=0.513
export IMPL_cp_end_kind="primary output"
export IMPL_drt_wl_total_um=27400
export IMPL_antenna_found_initial=0
export IMPL_rsz0062_at_grt="no"
export IMPL_antenna_cells=0
export IMPL_syn_area_um2=7220
export IMPL_ys_seq_share=0
export IMPL_p_clk_frac=0
export IMPL_lay_top_count="clkdlybuf4s50_1"
export IMPL_postRouteAntennaNets=0
export IMPL_top_logic_kind="AND-OR/OR-AND gates"
export IMPL_yosysWarnings=1
export IMPL_die_area_um2=14900
export IMPL_syn_to_final_growth_pct=27.9
export IMPL_max_freq_mhz=44.0
export IMPL_clock_buffers=0
export IMPL_fp_dieW_um=122
export IMPL_drcViolationCount=0
export IMPL_overflow=0
export IMPL_yosys_area_share_simple=0.278
export IMPL_ys_area_um2=7220
export IMPL_arrival_ns=14.87
export IMPL_layout_drive_gt1_share=0.0319
export IMPL_logic_area_um2=6900
export IMPL_syn_inst=1117
export IMPL_route_vias_total=9017
export IMPL_grtUsageTotal=0.367
export IMPL_cp_start_kind="input port"
export IMPL_hold_class="input port to primary output"
export IMPL_cts_resized_gates=0
export IMPL_grt_pass1_vias=7997
export IMPL_log_warning_count=35
export IMPL_flops=0
export IMPL_place_area_um2=9240
export IMPL_power_uw=182
export IMPL_critPathRequiredTime_ns=31.44
export IMPL_gp_congestion=1.07
export IMPL_dp_slack_ns=16.67
export IMPL_drt_first_pass_iters=7
export IMPL_final_hold_violation_count=0
export IMPL_port_buffers=197
export IMPL_seqCellArea_um2=0
export IMPL_setup_viol=0
export IMPL_seqPwrFrac=0
export IMPL_hold_ws_ns=16.83
export IMPL_vdd_drop_max_mv=0.00975
export IMPL_dp_hpwl_um=22900
export IMPL_maxCapViolations=0
export IMPL_critPathMaxStageDelay_ns=0.55
export IMPL_cp_slowest_cell="clkdlybuf4s50_1"
export IMPL_postCtsHoldBufs=0
export IMPL_fin_ws_ns=16.57
export IMPL_mux_share=0.00554
export IMPL_p_leak_nw=3.50
export IMPL_final_cells=1435
export IMPL_worst_slew_pin_slew_ns=0.811
export IMPL_combPwrFrac=1.000
export IMPL_drt_initial_drc_count=769
export IMPL_yosys_area_share_adder=0.189
export IMPL_most_common_layout_cells="clkdlybuf4s50_1 (196), nand2_1 (128), a21oi_1 (115), o21ai_0 (104), nor2_1 (86)"
export IMPL_post_route_period_util=0.578
export IMPL_viasPerCell=6.28
export IMPL_p_int_uw=88.7
export IMPL_fp_util=0.516
export IMPL_coreArea_um2=14000
export IMPL_p_per_area_nw_per_um2=19.7
export IMPL_fin_util=0.661
export IMPL_grt_pass1_wl_um=42500
export IMPL_synth_cellmix_compoundShare=0.346
export IMPL_slew_viol_final=0
export IMPL_fillerInstances=1346
export IMPL_grt_start_max_net_pins=48
export IMPL_relSlewSlack=0.452
export IMPL_num_rows=43
export IMPL_boundaryPins=197
export IMPL_p_switching_uw=93.6
export IMPL_ys_cells=1117
export IMPL_avgRoutedWirePerCell_um=19.1
export IMPL_setup_tns_ns=0
export IMPL_xor_share=0.133
export IMPL_fin_crit_ns=22.73
export IMPL_avgSynthCellArea_um2=6.47
worst max-delay path, delay by kind of cell:
| family | cells | cell delay, ns |
|---|---|---|
| AOI/OAI and AO/OA | 5 | 0.94 |
| adders and majority gates | 1 | 0.40 |
| and+or+nand+nor | 15 | 4.26 |
| xor gates and xnor gates | 2 | 0.28 |
| buffers and inverters | 3 | 1.13 |
layout make-up:
class              instances  share of cell area
inverters                 24             0.00975
repair buffers           205               0.219
multi-input cells       1026               0.747
well taps                180              0.0244
cells by family (layout without fill, tap and decap cells):
family	Yosys count	after routing
compound gates	397	397
xor+xnor	109	109
fa+ha+maj	119	119
buf+inv	91	229
mux	4	4
simple gates	397	397
worst paths after layout:
kind | startpoint | end | slack (ns) | cells after the start
setup / recovery | in2[2] | zero | 16.57 | 26
hold / removal | alu_control[0] | result[21] | 16.83 | 5
routing by layer:
metal  wire length, um  global-route usage  vias up
met5                 0                   0        -
met4               821               0.101        0
met3              2170              0.0453       49
met2             12200               0.579      399
met1             12200               0.523     4093
li1                  -                   -     4476
power groups by stage:
stage | Sequential (mW) | Combinational (mW) | Clock, mW
global route | 0 | 0.198 | 0
CTS | 0 | 0.180 | 0
finish | 0 | 0.182 | 0
synth_stat cells, types with 8 or more instances:
| library cell | n | area, um^2 |
|---|---|---|
| nand2_1 | 128 | 480 |
| a21oi_1 | 115 | 576 |
| o21ai_0 | 104 | 521 |
| nor2_1 | 86 | 323 |
| ha_1 | 66 | 826 |
| xor2_1 | 60 | 526 |
| clkbuf_1 | 55 | 206 |
| maj3_1 | 52 | 521 |
| xnor2_1 | 48 | 420 |
| nor3_1 | 37 | 185 |
| a21o_1 | 28 | 210 |
| nand4_1 | 28 | 175 |
| inv_1 | 24 | 90.1 |
| o31ai_1 | 24 | 180 |
| or3_1 | 21 | 131 |
| nand3_1 | 17 | 85.1 |
| a211oi_1 | 16 | 120 |
| a31oi_1 | 16 | 100 |
| a211o_1 | 12 | 105 |
| o21a_1 | 12 | 90.1 |
| o21bai_1 | 12 | 90.1 |
| nor4_1 | 11 | 68.8 |
| nand2b_1 | 9 | 56.3 |
| and3_1 | 8 | 50.1 |
| buf_2 | 8 | 40.0 |
No activity file was given, so power comes from the tool's default toggle rates.
